===== /design/flow/config.mk =====
export PLATFORM = sky130hd
export DESIGN_NAME = my_cnt32
export DESIGN_NICKNAME = my_cnt32
export VERILOG_FILES = /design/flow/design.v
export SDC_FILE = /design/flow/constraint.sdc
export NUM_CORES = 4
export LEC_CHECK = 1
export CORE_AREA = 10 10 103 103
export DIE_AREA = 0 0 113 113

===== /design/flow/constraint.sdc =====
current_design my_cnt32

set clk_period 6.6
set clk_io_pct 0.2

create_clock -name clk0 -period $clk_period [get_ports {clock}]

set non_clock_inputs [all_inputs -no_clocks]
set_input_delay [expr $clk_period * $clk_io_pct] -clock clk0 $non_clock_inputs
set_output_delay [expr $clk_period * $clk_io_pct] -clock clk0 [all_outputs]

===== /design/flow/design.v =====
module cnt32(input clock,
	       input 		 resetn,
	       output reg [31:0] counter);
   always @ (posedge clock)
     begin
	if (!resetn)
	  counter <= 1;
	else
	  counter <= counter + 1;
     end
endmodule  
module my_cnt32(
		                  input 	clock,
		                  input 	resetn,
		                  input 	ivalid,
		                  input 	iready,
		                  output 	ovalid,
		                  output 	oready,
		                  input [31:0] 	initval,  
				  output [31:0] counter);
   assign ovalid = 1'b1;
   assign oready = 1'b1;
   cnt32 c1(clock, resetn, counter);
endmodule  

===== /design/flow/run.sh =====
#!/bin/bash
# OpenROAD 26Q1-2900-gdf79404cd8, Yosys 0.63+post, stock flow scripts
make -C /OpenROAD-flow-scripts/flow DESIGN_CONFIG=/design/flow/config.mk WORK_HOME=/design/flow/orfs finish

==> impl_metrics.env <==
# source this file to load flow results
export IMPL_worst_setup_path_end_kind="flip-flop"
export IMPL_max_slew_margin_pct=48.35
export IMPL_ctsHoldBuffers=0
export IMPL_p_leak_nw=0.5762
export IMPL_fin_crit_ps=2878
export IMPL_crit_type="input port to flip-flop"
export IMPL_ys_warn_count=1
export IMPL_insertion_delay_ps=280
export IMPL_final_layout_top_logic_cells="clkdlybuf4s50_1 (33), dfxtp_1 (32), a21oi_1 (17), nand2_1 (15), or4_1 (13)"
export IMPL_cp_start_kind="input port"
export IMPL_grt_pass1_vias=1287
export IMPL_rows=33
export IMPL_yosysUniqueCellTypes=32
export IMPL_grtUsageMet3_pct=2.190
export IMPL_dpl_hpwl_um=2711
export IMPL_worstHoldPathCells=1
export IMPL_finalClockSkew_ps=7.245
export IMPL_cts_tree="yes"
export IMPL_clock_sinks=32
export IMPL_io_buffers=33
export IMPL_largest_reg_flops=32
export IMPL_topCellsByArea="dfxtp_1 (43%), or4_1 (6.6%), a21oi_1 (5.7%)"
export IMPL_final_cells=307
export IMPL_drt_total_wl_um=3767
export IMPL_r2r_cells=4
export IMPL_fin_total_pwr_mw=0.4161
export IMPL_dp_cells=299
export IMPL_h_tree_depth=2
export IMPL_design_area_mm2=0.002022
export IMPL_cp_required_ps=6790
export IMPL_post_route_util_pct=24.36
export IMPL_max_freq_mhz=347.5
export IMPL_warning_count=59
export IMPL_busiest_layer="met2"
export IMPL_drc=0
export IMPL_crit_chain="clkdlybuf4s50_1, clkinv_1, a21oi_1"
export IMPL_largest_register="c1.counter"
export IMPL_cts_repair_resized=0
export IMPL_use_met1_pct=7.695
export IMPL_ys_cells=171
export IMPL_worstPathArrival_ps=3060
export IMPL_grt_total_usage_pct=5.860
export IMPL_period_used_pct=43.60
export IMPL_critical_path_max_stage_delay_ps=710
export IMPL_post_cts_setup_buffers=0
export IMPL_hold_path_class="flip-flop to flip-flop"
export IMPL_critPathMaxFanout=26
export IMPL_die_x_um=113
export IMPL_p_switching_mw=0.08057
export IMPL_largestRegisters="c1.counter: 32 flops"
export IMPL_areaGrowthSynthToFinish_pct=36.14
export IMPL_fp_dieH_um=113
export IMPL_cpMaxStageDelayCell="clkinv_1"
export IMPL_comb_power_share_pct=3.2
export IMPL_lay_top_count="clkdlybuf4s50_1"
export IMPL_largest_area_cell="dfxtp_1"
export IMPL_fin_hold_ws_ps=443.3
export IMPL_chip_area_mm2=0.01277
export IMPL_maxCapViolCount=0
export IMPL_numCtsBuffers=5
export IMPL_final_antenna_net_count=0
export IMPL_clkTransAtPathRegs_ps=70
export IMPL_synth_area_per_cell_um2=8.685
export IMPL_drtPass1Iterations=4
export IMPL_fp_util_pct=17.90
export IMPL_antenna_found_initial=0
export IMPL_setup_violations=0
export IMPL_rsz0062_at_grt="no"
export IMPL_crit_start="resetn"
export IMPL_hold_start="c1.counter[0]"
export IMPL_synth_cell_area_mm2=0.001485
export IMPL_syn_inst=171
export IMPL_overflow=0
export IMPL_grt_max_degree=27
export IMPL_clkPwrFrac_pct=49.1
export IMPL_root_buffer="clkbuf_8"
export IMPL_nFillCells=879
export IMPL_r2r_end="c1.counter[29]"
export IMPL_hold_path_end="c1.counter[0]"
export IMPL_n_antenna_cell=0
export IMPL_r2r_start="c1.counter[5]"
export IMPL_place_congestion=0.7556
export IMPL_routed_via_density=4.371
export IMPL_comb_area_um2=774.5
export IMPL_ff_latch_area_um2=640.6
export IMPL_postPlaceCellArea_mm2=0.001896
export IMPL_finalWorstSetupSlack_ps=3722
export IMPL_top_area_share_pct=43.13
export IMPL_ir_drop_v=0.0001236
export IMPL_num_vias=1342
export IMPL_finalSetupTns_ps=0
export IMPL_core_area_mm2=0.008299
export IMPL_synth_seq_cells=32
export IMPL_seq_power_share_pct=47.7
export IMPL_tightest_slew_ps=769.9
export IMPL_ios=70
export IMPL_power_internal_mw=0.3355
export IMPL_ys_chip_area_mm2=0.001485
export IMPL_drive_gt1_share_pct=5.446
export IMPL_powerDensity_mw_per_mm2=205.8
export IMPL_met2_usage_pct=9.217
export IMPL_drtIter0Drc=82
export IMPL_clockBufferDepth=2
export IMPL_r2r_slack_ps=4330
export IMPL_hold_viol=0
export IMPL_wl_per_cell_um=12.27
export IMPL_run_status="finished clean"
export IMPL_pre_cts_ws_ps=3380
export IMPL_grt_first_pass_wirelength_um=6410
export IMPL_drv_slew=0
export IMPL_yosysSeqAreaShare_pct=43.13
export IMPL_swShare_pct=19.36
[logic make-up (layout without fill, tap and decap cells)]
group           count (synthesis)  count (layout)  share of synthesized area (%)
compound gates                 36              36                          14.41
xor+xnor                        9               9                          5.307
fa+ha+maj                       1               1                         0.8423
buf+inv                        16              46                          4.969
flops                          32              32                          43.13
mux                             3               3                          2.022
other cells                     1               2                         0.2525
simple gates                   73              73                          29.07
[synth_stat cells]
master and number:
dfxtp_1 32, a21oi_1 17, nand2_1 15, or4_1 13, o31ai_1 11, nor2_1 9, nand3_1 8, nand4_1 6
o21ai_0 6, or3_1 6, buf_2 5, xnor2_1 5, clkbuf_1 4, inv_1 4, xor2_1 4, and4_1 3
mux2i_1 3, nand2b_1 3, buf_4 2, nor3_1 2, nor4_2 2, and2_1 1, clkinv_1 1, conb_1 1
ha_1 1, nand3_2 1, nor3b_1 1, nor4_1 1, o21a_1 1, o31a_1 1, or3b_1 1, or4b_1 1
[routing by layer]
metal  vias up  share of wire, %
met2        37                44
li1        688                 -
met3         5               6.9
met1       612                48
met5         -                 0
met4         0               1.4
[layout make-up]
type	count	share of cell area, %
repair buffers	33	16.34
multi-input cells	124	38.30
flip-flops and latches	32	31.68
inverters	5	0.9282
clock buffers	7	4.765
clock inverters	1	1.485
well taps	105	6.498
[power groups by stage]
stage / registers (mW) / clock network [mW] / logic (mW)
after CTS: 0.199 / 0.213 / 0.0140
final: 0.199 / 0.204 / 0.0134
after global routing: 0.199 / 0.221 / 0.0155
[worst max-delay path, delay by kind of cell]
kind            cells  cell delay [ps]
buf+inv             2             1390
compound gates      1              350
[worst max path at each step]
stage / end
4_1_cts: c1.counter[28]
6_report: c1.counter[28]
5_1_grt: c1.counter[24]
